[design/flow/config.mk]
export PLATFORM = sky130hd
export DESIGN_NAME = rad4_odd1
export DESIGN_NICKNAME = rad4_odd1
export VERILOG_FILES = /design/flow/design.v
export SDC_FILE = /design/flow/constraint.sdc
export NUM_CORES = 4
export LEC_CHECK = 1
export CORE_UTILIZATION = 40
[design/flow/constraint.sdc]
current_design rad4_odd1

set clk_period 19.8
set clk_io_pct 0.2

create_clock -name clk0 -period $clk_period

set non_clock_inputs [all_inputs -no_clocks]
set_input_delay [expr $clk_period * $clk_io_pct] -clock clk0 $non_clock_inputs
set_output_delay [expr $clk_period * $clk_io_pct] -clock clk0 [all_outputs]
[design/flow/design.v]
module rad4_odd1(
    input [31:0] x,
    input [10:0] y,
    output [31:0] p
    );
    wire [2:0] sign_factor;
    wire [32:0] PP_2;
    wire [32:0] PP_1;
    wire [32:0] PP_0;
    wire [2:0] tmp;
    assign tmp = {y[6:5],1'b0};
    rad4_BE3 PP2_gen(
        .x1(y[10:8]),
        .y(x),
        .sign_factor(sign_factor[2]),
        .PP(PP_2)
        );
    rad4_BE3 PP1_gen(
        .x1(y[4:2]),
        .y(x),
        .sign_factor(sign_factor[1]),
        .PP(PP_1)
        );
    rad4_BE3 PP0_gen(
        .x1(y[2:0]),
        .y(x),
        .sign_factor(sign_factor[0]),
        .PP(PP_0)
        );
    PP_add3 Final(
        .sign_factor(sign_factor),
        .PP_2(PP_2),
        .PP_1(PP_1),
        .PP_0(PP_0),
        .p(p)
        );
endmodule
module rad4_BE3(
    input [2:0] x1,
    input [31:0] y,
    output sign_factor,
    output [32:0] PP
    );
    wire one, two, sign;
    code3 encode3_block(
        .one(one),
        .two(two),
        .sign(sign),
        .y2(x1[2]),
        .y1(x1[1]),
        .y0(x1[0])
        );
    wire [32:0] tmp1_pp; 
    assign tmp1_pp = {y[31],y};  
    wire [33:0] out1;
    assign out1[0] = sign;
    genvar i;
    generate
        for ( i = 0; i < 33; i = i+1 )
            begin : pp_rad4_first 
            product3 pp_pr(tmp1_pp[i],out1[i],one,two,sign,PP[i],out1[i+1]);
            end
    endgenerate
    sgn_gen3 sign_gen(one,two,sign,sign_factor);
endmodule
module code3(one,two,sign,y2,y1,y0);  
	input y2,y1,y0;                     
	output one,two,sign;                
	wire [1:0]k;                        
	xor x1(one,y0,y1);                  
	xor x2(k[1],y2,y1);                 
	not n1(k[0],one);                   
	and a1(two,k[0],k[1]);              
	assign sign=y2;                     
endmodule   
module product3(x1,x0,one,two,sign,p,i);
	input x1,x0,sign,one,two;
	output p,i;
	wire [1:0] k;
	xor xo1(i,x1,sign);
	and a1(k[1],i,one);
	and a0(k[0],x0,two);
	or o1(p,k[1],k[0]);
endmodule
module sgn_gen3(one,two,sign,sign_factor);
    input sign,one,two;
    output sign_factor;
    wire k;
    or o1(k,one,two);
    and a1(sign_factor,sign,k);
endmodule
module PP_add3(
    input [2:0] sign_factor,
    input [32:0] PP_2,
    input [32:0] PP_1,
    input [32:0] PP_0,
    output [31:0] p
    );
    wire [2:0] E_MSB;
    assign E_MSB[0] = ~ PP_0[32];
    assign E_MSB[1] = ~ PP_1[32];
    assign E_MSB[2] = ~ PP_2[32];
    wire [36:0] sum00_FA;
    wire [36:0] carry00_FA;
    wire [36:0] tmp001_FA;
    wire [36:0] tmp002_FA;
    wire [36:0] tmp003_FA;
    assign tmp001_FA = {E_MSB[0],{3{PP_0[32]}},PP_0};
    assign tmp002_FA = {E_MSB[1],PP_1[32],PP_1,sign_factor[2],sign_factor[0]};
    assign tmp003_FA = {PP_2[28:0],{5{sign_factor[2]}},sign_factor[2],{2{sign_factor[2]}}};
    genvar i001;
    generate
        for (i001 = 0; i001 < 37; i001 = i001 + 1)
            begin : pp_FAd300
            FAd3 pp_FAd3(tmp001_FA[i001],tmp002_FA[i001], tmp003_FA[i001], carry00_FA[i001],sum00_FA[i001]);
            end
    endgenerate
    wire [4:0] sum00_HA;
    wire [4:0] carry00_HA;
    wire [4:0] tmp001_HA;
    wire [4:0] tmp002_HA;
    assign tmp001_HA = {5{1'b1}};
    assign tmp002_HA = {PP_2[32],PP_2[32:29]};
    genvar i002;
    generate
        for (i002 = 0; i002 < 5; i002 = i002 + 1)
            begin : pp_HAd300
            HAd3 pp_HAd3(tmp001_HA[i002],tmp002_HA[i002],carry00_HA[i002],sum00_HA[i002]);
            end
    endgenerate
    wire [41:0] tmp_sum;
    wire [41:0] tmp_add1;
    wire [41:0] tmp_add2;
    assign tmp_add1 = {sum00_HA[4:0],sum00_FA,1'b0};  
    assign tmp_add2 = {carry00_HA[3:0],carry00_FA,1'b0,1'b0};  
    assign tmp_sum = tmp_add1 + tmp_add2;
    assign p = tmp_sum[41:10];
endmodule
module FAd3(a,b,c,cy,sm);
	input a,b,c;
	output cy,sm;
	wire x,y,z;
	xor x1(x,a,b);
	xor x2(sm,x,c);
	and a1(y,a,b);
	and a2(z,x,c);
	or o1(cy,y,z);
endmodule 
module HAd3(a,b,cy,sm);
	input a,b;
	output cy,sm;
	xor x1(sm,a,b);
	and a1(cy,a,b);
endmodule 
[design/flow/run.sh]
#!/bin/bash
# OpenROAD 26Q1-2900-gdf79404cd8, Yosys 0.63+post, stock flow scripts
make -C /OpenROAD-flow-scripts/flow DESIGN_CONFIG=/design/flow/config.mk WORK_HOME=/design/flow/orfs finish
==> reports/qor.csv <==
metric,value,unit
Routed Antenna Nets,0,
number of gates given a new drive strength after cts,0,
full die area,14200,um^2
detailed-route wire length per cell,14.8,um
number of antenna violations at the first check in global routing,0,
FP Rows,42,
detailed-route vias per instance,5.55,
number of standard cells after synthesis,822,
start point of the worst hold path,x[31],
Pre-Repair DR Iteration Count,5,
maximum number of pins on one net before global-route repair,43,
Yosys warning total,0,
clock period minus final worst setup slack,13.38,ns
sum of negative setup slack,0,ns
antenna cell count,0,
ratio of cells with drive above 1 in the final layout,3.53,%
via count,5534,
tool warning count,37,
total placed instance area,6230,um^2
type of the most critical hold path,input pin to output port,
layout overhead on the synthesized area,13.1,%
"sum of internal, switching and leakage power",0.000502,W
crit path DRT,15.84,ns
setup repair after global routing missed its margin,false,
ports placed on the boundary,75,
number of cells traversed by the worst hold path,5,
via count of the first global-routing pass,4957,
yosys cell count,822,
post-route cell area,6230,um^2
post-route fraction of the period consumed by the critical path,67.6,%
worst min-delay path endpoint,p[31],
worst slack on hold paths,9.21,ns
final tally of hold violations,0,
share of the core filled by cells before placement,41.3,%
startpoint of the worst setup timing path,y[2],
count of distinct cell types in the synthesized netlist,55,
first-pass GRT wire length,24700,um
number of design-rule violations left by the first detailed-router iteration,426,
max cap viols,0,
area of the core,13300,um^2
Highest Clock Rate,74.7,MHz
maximum resistive drop on vdd,0.0370,mV
Die Height,119,um
post-detailed-routing wire length,14700,um
mapped cell area,5510,um^2
Critical Path End Type,output port,
category of the worst setup path launch point,input pin,
outcome,completed,
HPWL Detailed,11400,um
Reg area,0,um^2
clock buffer instance count of the final layout,0,
CP Class,input pin to output port,
Mean Syn Cell Area,6.70,um^2
final max-slew violation count,0,
global-route usage over all layers,21.6,%
sequential cell count,0,
Worst slew margin,36.1,%
number of post-CTS setup repair buffers,0,
crit path max fanout,42,
Leakage,2.68,nW
final global-route overflow total,0,
total cell area reported by yosys after synthesis,5510,um^2
DIE WIDTH,119,um
post-layout utilization of the core,46.7,%
proportion of synthesized chip area in sequential cells,0,%
RePlAce Congestion,0.888,
power density relative to cell area,80.7,nW/um^2
arrival time at the worst endpoint,9.42,ns
# hold bufs at CTS,0,
port bufs,72,
final setup violation count,0,
Post-route DRC,0,
Worst Max-Slew Pin Slew,0.952,ns
## placed cells by master (no fill, tap or decap), types with 35 or more instances in the layout
cell / count
sky130_fd_sc_hd__nor2_1: 158
sky130_fd_sc_hd__xnor2_1: 79
sky130_fd_sc_hd__inv_1: 71
sky130_fd_sc_hd__clkdlybuf4s50_1: 69
sky130_fd_sc_hd__a211oi_1: 60
sky130_fd_sc_hd__xor2_1: 43
sky130_fd_sc_hd__ha_1: 40
sky130_fd_sc_hd__a21oi_1: 37
sky130_fd_sc_hd__nand2_1: 35
sky130_fd_sc_hd__fa_1: 35
## routing by layer
layer | up-vias | GRT usage [%] | routed length, um
met2 | 145 | 33.7 | 6540
met3 | 17 | 2.25 | 752
met5 | - | 0 | 0
met4 | 0 | 4.45 | 361
met1 | 2571 | 32.5 | 7070
li1 | 2801 | - | -
## cell type report
type / count / area (um^2)
Fill cell: 1356 / 7120
Multi-Input combinational cell: 668 / 4950
Timing Repair Buffer: 83 / 788
Inverter: 71 / 267
Tap cell: 176 / 220
## worst max-delay path, cell delays in order
cell	delay (ns)
sky130_fd_sc_hd__buf_2	0.07
sky130_fd_sc_hd__buf_4	0.50
sky130_fd_sc_hd__nand2_1	0.17
sky130_fd_sc_hd__nor2_2	0.57
sky130_fd_sc_hd__buf_4	0.35
sky130_fd_sc_hd__a211oi_1	0.12
sky130_fd_sc_hd__fa_1	0.53
sky130_fd_sc_hd__inv_1	0.04
sky130_fd_sc_hd__ha_1	0.37
sky130_fd_sc_hd__a21oi_1	0.14
sky130_fd_sc_hd__o21ai_0	0.16
sky130_fd_sc_hd__a311oi_1	0.83
sky130_fd_sc_hd__nand4_1	0.30
sky130_fd_sc_hd__a41oi_2	0.32
sky130_fd_sc_hd__nor3b_1	0.12
sky130_fd_sc_hd__a41oi_2	0.21
sky130_fd_sc_hd__xnor2_1	0.15
sky130_fd_sc_hd__clkdlybuf4s50_1	0.48
## synthesized netlist by cell type (all sizes together) (3+ instances only)
| cell type | instances | area [um^2] |
|---|---|---|
| nor3 | 6 | 30.0 |
| a21o | 18 | 135 |
| fa | 35 | 701 |
| and3 | 5 | 31.3 |
| a41oi | 3 | 41.3 |
| o221ai | 6 | 52.6 |
| nor2 | 160 | 601 |
| nand2b | 7 | 43.8 |
| a21oi | 38 | 194 |
| buf | 20 | 80.1 |
| a31oi | 5 | 31.3 |
| clkbuf | 63 | 236 |
| o21a | 4 | 30.0 |
| a22oi | 6 | 45.0 |
| o21bai | 4 | 33.8 |
| nand2 | 35 | 131 |
| xor2 | 44 | 385 |
| o21ai | 32 | 160 |
| nand4 | 13 | 81.3 |
| nor2b | 7 | 46.3 |
| inv | 71 | 267 |
| a221oi | 25 | 219 |
| xnor2 | 81 | 709 |
| a211oi | 60 | 450 |
| a311oi | 3 | 32.5 |
| ha | 40 | 500 |
| nand3 | 6 | 30.0 |
## worst max path at each step
stage | end | slack, ns | cells after the start
after global routing | p[28] | 6.10 | 18
final | p[28] | 6.42 | 18
after CTS | p[28] | 6.54 | 18
## cells by family (layout without fill, tap and decap cells)
family                     Yosys count  count (layout)  share of synthesized area (%)
AOI/OAI and AO/OA                  217             217                           28.0
buffers and inverters              154             154                           10.6
adders and majority gates           75              75                           21.8
and+or+nand+nor                    250             250                           19.6
xor gates and xnor gates           125             125                           19.9
muxes                                1               1                          0.182
## through the flow
stage                     instances  setup slack, ns
after detailed placement        998             6.56
after global routing            998             6.10
after global placement          998             6.59
final                           998             6.42
after CTS                       998             6.54
after floorplan                 822             8.24
## power breakdown
part	total (W)	internal, W	switching [W]
clock	0	0	0
sequential	0	0	0
combinational	0.000502	0.000261	0.000241
Power and IR drop assume default switching activity.
